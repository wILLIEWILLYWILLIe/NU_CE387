`design.v`:
```
package nn_pkg;
    parameter BITS       = 14;
    parameter QUANT_VAL  = (1 << BITS);    
    parameter DATA_WIDTH = 32;
    parameter NUM_LAYERS   = 2;
    parameter NUM_INPUTS   = 784;    
    parameter NUM_OUTPUTS  = 10;     
    parameter LAYER0_IN  = 784;
    parameter LAYER0_OUT = 10;
    parameter LAYER1_IN  = 10;
    parameter LAYER1_OUT = 10;
    parameter MAX_INPUT_SIZE  = 784;
    parameter MAX_OUTPUT_SIZE = 10;
    parameter MAX_WEIGHTS     = 7840;   
    parameter FIFO_DEPTH = 16;
    parameter DEBUG = 1;
    function automatic signed [DATA_WIDTH-1:0] dequantize;
        input signed [2*DATA_WIDTH-1:0] product;
        logic signed [2*DATA_WIDTH-1:0] adjusted;
        begin
            if (product < 0)
                adjusted = product + QUANT_VAL - 1;
            else
                adjusted = product;
            dequantize = adjusted >>> BITS;
        end
    endfunction
endpackage
package nn_pkg;
    parameter BITS       = 14;
    parameter QUANT_VAL  = (1 << BITS);    
    parameter DATA_WIDTH = 32;
    parameter NUM_LAYERS   = 2;
    parameter NUM_INPUTS   = 784;    
    parameter NUM_OUTPUTS  = 10;     
    parameter LAYER0_IN  = 784;
    parameter LAYER0_OUT = 10;
    parameter LAYER1_IN  = 10;
    parameter LAYER1_OUT = 10;
    parameter MAX_INPUT_SIZE  = 784;
    parameter MAX_OUTPUT_SIZE = 10;
    parameter MAX_WEIGHTS     = 7840;   
    parameter FIFO_DEPTH = 16;
    parameter DEBUG = 1;
    function automatic signed [DATA_WIDTH-1:0] dequantize;
        input signed [2*DATA_WIDTH-1:0] product;
        logic signed [2*DATA_WIDTH-1:0] adjusted;
        begin
            if (product < 0)
                adjusted = product + QUANT_VAL - 1;
            else
                adjusted = product;
            dequantize = adjusted >>> BITS;
        end
    endfunction
endpackage
module highlight (
    input  logic        clock,
    input  logic        reset,
    output logic        img_rd_en,
    input  logic        img_empty,
    input  logic [23:0] img_dout,
    output logic        mask_rd_en,
    input  logic        mask_empty,
    input  logic [7:0]  mask_dout,
    output logic        out_wr_en,
    input  logic        out_full,
    output logic [23:0] out_din
);
typedef enum logic [0:0] {s0, s1} state_types;
state_types state, state_c;
logic [23:0] pixel, pixel_c;
always_ff @(posedge clock or posedge reset) begin
    if (reset == 1'b1) begin
        state <= s0;
        pixel <= 24'h0;
    end else begin
        state <= state_c;
        pixel <= pixel_c;
    end
end
always_comb begin
    img_rd_en  = 1'b0;
    mask_rd_en = 1'b0;
    out_wr_en  = 1'b0;
    out_din    = 24'b0;
    state_c    = state;
    pixel_c    = pixel;
    case (state)
        s0: begin
            if (img_empty == 1'b0 && mask_empty == 1'b0) begin
                if (mask_dout == 8'hFF) begin
                    pixel_c = 24'h0000FF; 
                end else begin
                    pixel_c = img_dout;
                end
                img_rd_en  = 1'b1;
                mask_rd_en = 1'b1;
                state_c    = s1;
            end
        end
        s1: begin
            if (out_full == 1'b0) begin
                out_din = pixel;
                out_wr_en = 1'b1;
                state_c = s0;
            end
        end
        default: begin
            state_c = s0;
        end
    endcase
end
endmodule
```
`run.sh`:
```
#!/bin/bash
# OpenROAD 26Q1-2900-gdf79404cd8, Yosys 0.63+post, stock flow scripts
make -C /OpenROAD-flow-scripts/flow DESIGN_CONFIG=/design/flow/config.mk WORK_HOME=/design/flow/orfs finish
```
`config.mk`:
```
export PLATFORM = sky130hd
export DESIGN_NAME = highlight
export DESIGN_NICKNAME = highlight
export VERILOG_FILES = /design/flow/design.v
export SDC_FILE = /design/flow/constraint.sdc
export NUM_CORES = 4
export LEC_CHECK = 1
export CORE_AREA = 10 10 106 106
export DIE_AREA = 0 0 116 116
```
`constraint.sdc`:
```
current_design highlight

set clk_period 2.1
set clk_io_pct 0.2

create_clock -name clk0 -period $clk_period [get_ports {clock}]

set non_clock_inputs [all_inputs -no_clocks]
set_input_delay [expr $clk_period * $clk_io_pct] -clock clk0 $non_clock_inputs
set_output_delay [expr $clk_period * $clk_io_pct] -clock clk0 [all_outputs]
```
==> results.tsv <==
metric	value	unit
Final WS setup	0.02944	ns
Fmax achieved	483.0	MHz
Setup crit start kind	register	
Gate Count Post-Synth	141	
crit-path cells	nor2b_4 > buf_12 > clkbuf_16 > and2_1 > clkdlybuf4s50_1	
VDD IR max	0.0002158	V
Final Hold Vio Count	0	
Setup CP Type	reg -> out	
part of the cycle the worst path needs	98.60	%
P_int	914.2	uW
clock sinks	25	
type of the worst min-delay path	reg -> reg	
Die Size	0.01346	sq mm
number of global-route vias before repair	1258	
Die Wd	116	um
total CTS buffers	3	
fin. max-slew vios	0	
synthesized area	0.001214	sq mm
Comb area	518.0	sq um
Setup crit end kind	output pin	
Synth cell types	21	
Clock Path Buffers	2	
PortBufs	63	
Yosys Instances	141	
post-detailed-routing wire length	4.585	mm
pre-CTS WS	-0.1519	ns
data arrival time of the critical path	1.65	ns
clock-pin slew on the worst setup and hold paths	0.09	ns
Max-Cap Viols	0	
CTS tree	yes	
Flop pwr share	49.7	%
switching share of power	25.85	%
Pleak	0.001182	uW
vias	1170	
CTS H-Tree Depth	1	
tool warnings	26	
# IOs	64	
Clock Tree Root	clkbuf_8	
hold buffers post-CTS	0	
FILL cells	969	
final antenna diode count	0	
DRC viols	0	
Critical Path Max Stage Delay	0.46	ns
ratio of cells with drive above 1 in the final layout	13.49	%
Worst path slowest cell	clkdlybuf4s50_1	
core area	0.008848	sq mm
HPWL after DPL	3.143	mm
largest net degree at the start of global routing	26	
Seq/Total Area, Yosys	51.55	%
status	completed	
Clock power frac	23.5	%
Post-DRT Antenna Nets	0	
part of the power in combinational logic	26.8	%
pwr dens	560.5	mW/mm^2
setup TNS	0	ns
syn avg cell area	8.608	sq um
sequential cell area	625.6	sq um
crit path DRT	1.68	ns
Slew @ Worst Pin	0.3457	ns
Final GP Congestion	0.7280	
worst-case clock skew	0.006062	ns
P_sw	318.6	uW
fp_density	13.72	%
die height	116	um
Period minus WS final	2.071	ns
RSZ-0062 raised after global routing	true	
area grow syn2layout	81.24	%
Via density	3.622	
total global routing overflow	0	
relative slew slack	76.95	%
clock latency (worst-skew pair)	0.27	ns
Seq cells post-synth	25	
Yosys Chip Area	0.001214	sq mm
synth warn	1	
drt first-iter violations	44	
gr usage total	6.651	%
antenna violations before repair	0	
Final Setup Violations	0	
critical path peak fanout	6	
Util after Layout	24.86	%
Avg WL per Cell	14.20	um
drt pass-1 iters	3	
first-pass GRT wire length	6.879	mm
# rows	34	
-- per-stage QoR --
step / area [sq um] / power [uW] / hold slack (ns) / instances
2_1_floorplan: 1214 / 743.2 / 0.4418 / 141
5_1_grt: 2200 / 1339 / 0.5133 / 323
4_1_cts: 2106 / 1265 / 0.4875 / 318
3_3_place_gp: 1964 / 913.7 / 0.4535 / 308
6_report: 2200 / 1233 / 0.4791 / 323
3_5_place_dp: 1964 / 920.6 / 0.4629 / 308
-- power by group through the flow --
stage | Sequential (uW) | Clock, uW | Combinational, uW
4_1_cts | 613 | 322 | 330
5_1_grt | 627 | 338 | 374
6_report | 612 | 290 | 331
-- critical path, delay by kind of cell (launching register included) --
kind / cells / cell delay (ns)
buf+inv: 3 / 0.74
flops: 1 / 0.36
simple gates: 2 / 0.28
-- cell families (layout without fill, tap and decap cells) --
kind of cell	Yosys count	count (layout)	share of synthesized area [%]
flip-flops	25	25	51.55
AND/OR/NAND/NOR	80	80	30.72
buffers and inverters	12	86	7.216
AND-OR/OR-AND	24	24	10.52
-- worst paths after layout --
| check | from | end | slack, ns | cells past startpoint |
|---|---|---|---|---|
| setup / recovery | state$_DFF_PP0_ | out_din[11] | 0.03 | 5 |
| setup reg to reg | state$_DFF_PP0_ | pixel[1]$_DFFE_PP0P_ | 0.62 | 5 |
| hold / removal | pixel[17]$_DFFE_PP0P_ | pixel[17]$_DFFE_PP0P_ | 0.48 | 2 |
| max in group asynchronous | reset | pixel[1]$_DFFE_PP0P_ | 1.33 | 3 |
| hold reg to reg | pixel[17]$_DFFE_PP0P_ | pixel[17]$_DFFE_PP0P_ | 0.48 | 2 |
| min in group asynchronous | reset | pixel[17]$_DFFE_PP0P_ | 0.51 | 3 |
-- metal layers --
layer  wire, um  global-route usage [%]  up-vias
met5          0                       0        -
met4         13                  0.1668        0
met3        315                   2.198        2
met2       2296                   12.17       29
met1       1959                   7.795      542
li1           -                       -      597
-- cells in the mapped netlist --
master / count / area (sq um)
nor2_1: 17 / 63.81
clkbuf_2: 1 / 5.000
clkbuf_1: 2 / 7.510
o21ai_1: 9 / 45.04
buf_8: 2 / 30.03
nand4_1: 2 / 12.51
dfrtp_1: 25 / 625.6
inv_1: 1 / 3.750
buf_6: 1 / 11.26
a21oi_1: 8 / 40.04
and2_1: 24 / 150.1
or3_1: 1 / 6.260
buf_4: 1 / 7.510
o21ai_2: 2 / 17.52
buf_2: 2 / 10.01
or2_2: 1 / 6.260
o21ai_0: 5 / 25.02
clkinv_4: 1 / 8.760
buf_1: 1 / 3.750
nand2_1: 34 / 127.6
nor2b_1: 1 / 6.260
-- final cells by class --
| type | instances | share of cell area, % |
|---|---|---|
| Sequential cell | 25 | 28.44 |
| Tap cell | 108 | 6.143 |
| Timing Repair Buffer | 80 | 39.25 |
| Inverter | 2 | 0.5688 |
| Clock buffer | 4 | 2.048 |
| Multi-Input combinational cell | 104 | 23.55 |
-- registers in the layout, indices dropped and copies added, names as in the netlist --
signal	cells
pixel	24
state	1
-- cells in the final DEF, fill, tap and decap left out --
cell	netlist	final
buf_4	1	13
nor2b_4	0	1
nand4_1	2	2
clkdlybuf4s15_1	0	2
and2_1	24	22
o21ai_2	2	2
and2_4	0	2
or2_2	1	1
nand2_1	34	34
or3_4	0	1
nor2_1	17	17
clkbuf_8	0	3
inv_1	1	1
dfrtp_1	25	25
dlygate4sd2_1	0	8
o21ai_0	5	5
clkinv_4	1	1
dlymetal6s2s_1	0	14
o21ai_1	9	9
a21oi_1	8	8
buf_12	0	2
clkdlybuf4s50_1	0	38
clkbuf_1	2	1
buf_16	0	2
clkbuf_16	0	1
-- what timing repair did --
item | 4_1_cts | 5_1_grt
gates cloned | 2 | 1
setup buffers | 4 | 4
endpoints found under the setup margin | 27 | 17
gates resized | 15 | 18
No activity file was given, so power comes from the tool's default toggle rates.
