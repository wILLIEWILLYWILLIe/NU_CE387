$ cat design/flow/config.mk
export PLATFORM = sky130hd
export DESIGN_NAME = cordic
export DESIGN_NICKNAME = cordic
export VERILOG_FILES = /design/flow/design.v
export SDC_FILE = /design/flow/constraint.sdc
export NUM_CORES = 4
export LEC_CHECK = 1
export CORE_UTILIZATION = 30
$ cat design/flow/constraint.sdc
current_design cordic

set clk_period 10.3
set clk_io_pct 0.2

create_clock -name clk0 -period $clk_period [get_ports {clock}]

set non_clock_inputs [all_inputs -no_clocks]
set_input_delay [expr $clk_period * $clk_io_pct] -clock clk0 $non_clock_inputs
set_output_delay [expr $clk_period * $clk_io_pct] -clock clk0 [all_outputs]
$ cat design/flow/design.v
package nn_pkg;
    parameter BITS       = 14;
    parameter QUANT_VAL  = (1 << BITS);    
    parameter DATA_WIDTH = 32;
    parameter NUM_LAYERS   = 2;
    parameter NUM_INPUTS   = 784;    
    parameter NUM_OUTPUTS  = 10;     
    parameter LAYER0_IN  = 784;
    parameter LAYER0_OUT = 10;
    parameter LAYER1_IN  = 10;
    parameter LAYER1_OUT = 10;
    parameter MAX_INPUT_SIZE  = 784;
    parameter MAX_OUTPUT_SIZE = 10;
    parameter MAX_WEIGHTS     = 7840;   
    parameter FIFO_DEPTH = 16;
    parameter DEBUG = 1;
    function automatic signed [DATA_WIDTH-1:0] dequantize;
        input signed [2*DATA_WIDTH-1:0] product;
        logic signed [2*DATA_WIDTH-1:0] adjusted;
        begin
            if (product < 0)
                adjusted = product + QUANT_VAL - 1;
            else
                adjusted = product;
            dequantize = adjusted >>> BITS;
        end
    endfunction
endpackage
package nn_pkg;
    parameter BITS       = 14;
    parameter QUANT_VAL  = (1 << BITS);    
    parameter DATA_WIDTH = 32;
    parameter NUM_LAYERS   = 2;
    parameter NUM_INPUTS   = 784;    
    parameter NUM_OUTPUTS  = 10;     
    parameter LAYER0_IN  = 784;
    parameter LAYER0_OUT = 10;
    parameter LAYER1_IN  = 10;
    parameter LAYER1_OUT = 10;
    parameter MAX_INPUT_SIZE  = 784;
    parameter MAX_OUTPUT_SIZE = 10;
    parameter MAX_WEIGHTS     = 7840;   
    parameter FIFO_DEPTH = 16;
    parameter DEBUG = 1;
    function automatic signed [DATA_WIDTH-1:0] dequantize;
        input signed [2*DATA_WIDTH-1:0] product;
        logic signed [2*DATA_WIDTH-1:0] adjusted;
        begin
            if (product < 0)
                adjusted = product + QUANT_VAL - 1;
            else
                adjusted = product;
            dequantize = adjusted >>> BITS;
        end
    endfunction
endpackage
module cordic (
    input  logic        clock,
    input  logic        reset,
    input  logic        valid_in,
    input  logic signed [31:0] rad_in, 
    output logic        valid_out,
    output logic signed [15:0] sin_out,
    output logic signed [15:0] cos_out,
    output logic        ready 
);
    localparam signed [15:0] CORDIC_1K = 16'd9949;  
    localparam signed [31:0] PI      = 32'd51471; 
    localparam signed [31:0] TWO_PI  = 32'd102943;
    localparam signed [31:0] HALF_PI = 32'd25735;
    logic signed [15:0] cordic_table [0:15];
    initial begin
        cordic_table[0] = 16'h3243;
        cordic_table[1] = 16'h1DAC;
        cordic_table[2] = 16'h0FAD;
        cordic_table[3] = 16'h07F5;
        cordic_table[4] = 16'h03FE;
        cordic_table[5] = 16'h01FF;
        cordic_table[6] = 16'h00FF;
        cordic_table[7] = 16'h007F;
        cordic_table[8] = 16'h003F;
        cordic_table[9] = 16'h001F;
        cordic_table[10] = 16'h000F;
        cordic_table[11] = 16'h0007;
        cordic_table[12] = 16'h0003;
        cordic_table[13] = 16'h0001;
        cordic_table[14] = 16'h0000;
        cordic_table[15] = 16'h0000;
    end
    logic signed [31:0] z_pipe [0:18];
    logic signed [15:0] x_pipe [0:18];
    logic signed [15:0] y_pipe [0:18];
    logic valid_pipe [0:18];
    always_ff @(posedge clock or posedge reset) begin
        if (reset) begin
            valid_pipe[0] <= 1'b0;
            z_pipe[0]     <= '0;
            x_pipe[0]     <= '0; 
            y_pipe[0]     <= '0; 
        end else begin
            if (valid_in) begin
                valid_pipe[0] <= 1'b1;
                z_pipe[0]     <= rad_in;  
            end else begin
                valid_pipe[0] <= 1'b0;
            end
        end
    end
    logic signed [31:0] z_mid_0;
    always_comb begin
        z_mid_0 = z_pipe[0];
        if (z_mid_0 > PI)       z_mid_0 = z_mid_0 - TWO_PI;
        else if (z_mid_0 < -PI) z_mid_0 = z_mid_0 + TWO_PI;
    end
    always_ff @(posedge clock or posedge reset) begin
        if (reset) begin
            valid_pipe[1] <= 1'b0;
            z_pipe[1]     <= '0;
            x_pipe[1]     <= '0; 
            y_pipe[1]     <= '0; 
        end else begin
            valid_pipe[1] <= valid_pipe[0];
            if (valid_pipe[0]) begin
                z_pipe[1]     <= z_mid_0;
                x_pipe[1]     <= x_pipe[0];  
                y_pipe[1]     <= y_pipe[0];  
            end
        end
    end
    logic signed [31:0] z_temp_1;
    logic signed [15:0] x_init_1, y_init_1;
    logic signed [31:0] z_next_1;
    always_comb begin
        z_temp_1 = z_pipe[1];
        if (z_temp_1 > HALF_PI) begin
            z_next_1 = z_temp_1 - PI;
            x_init_1 = -CORDIC_1K;
            y_init_1 = 0; 
        end else if (z_temp_1 < -HALF_PI) begin
            z_next_1 = z_temp_1 + PI;
            x_init_1 = -CORDIC_1K;
            y_init_1 = 0;
        end else begin
            z_next_1 = z_temp_1;
            x_init_1 = CORDIC_1K;
            y_init_1 = 0;
        end
    end
    always_ff @(posedge clock or posedge reset) begin
        if (reset) begin
            valid_pipe[2] <= 1'b0;
            z_pipe[2]     <= '0;
            x_pipe[2]     <= '0;
            y_pipe[2]     <= '0;
        end else begin
            valid_pipe[2] <= valid_pipe[1];
            if (valid_pipe[1]) begin
                x_pipe[2] <= x_init_1;
                y_pipe[2] <= y_init_1;
                z_pipe[2] <= z_next_1;
            end
        end
    end
    genvar i;
    generate
        for (i = 0; i < 16; i++) begin : loop_stages
            cordic_stage #(
                .SHIFT(i),
                .WIDTH(16)
            ) inst (
                .clock    (clock),
                .reset    (reset),
                .valid_in (valid_pipe[i+2]),
                .x_in     (x_pipe[i+2]),
                .y_in     (y_pipe[i+2]),
                .z_in     (z_pipe[i+2]),
                .valid_out(valid_pipe[i+3]),
                .x_out    (x_pipe[i+3]),
                .y_out    (y_pipe[i+3]),
                .z_out    (z_pipe[i+3])
            );
        end
    endgenerate
    assign valid_out = valid_pipe[18];
    assign cos_out   = x_pipe[18];
    assign sin_out   = y_pipe[18];
    assign ready = 1'b1; 
endmodule
module cordic_stage #(
    parameter int SHIFT = 0,
    parameter int WIDTH = 16
)(
    input  logic        clock,
    input  logic        reset,
    input  logic        valid_in,
    input  logic signed [WIDTH-1:0] x_in,
    input  logic signed [WIDTH-1:0] y_in,
    input  logic signed [31:0]      z_in,
    output logic        valid_out,
    output logic signed [WIDTH-1:0] x_out,
    output logic signed [WIDTH-1:0] y_out,
    output logic signed [31:0]      z_out
);
    logic signed [WIDTH-1:0] x_next, y_next;
    logic signed [31:0]      z_next;
    logic signed [WIDTH-1:0] x_shifted, y_shifted;
    logic signed [31:0]      atan_val;
    always_comb begin
        case (SHIFT)
            0: atan_val = 32'h3243;
            1: atan_val = 32'h1DAC;
            2: atan_val = 32'h0FAD;
            3: atan_val = 32'h07F5;
            4: atan_val = 32'h03FE;
            5: atan_val = 32'h01FF;
            6: atan_val = 32'h00FF;
            7: atan_val = 32'h007F;
            8: atan_val = 32'h003F;
            9: atan_val = 32'h001F;
            10: atan_val = 32'h000F;
            11: atan_val = 32'h0007;
            12: atan_val = 32'h0003;
            13: atan_val = 32'h0001;
            default: atan_val = 32'h0000;
        endcase
    end
    always_comb begin
        x_shifted = x_in >>> SHIFT;
        y_shifted = y_in >>> SHIFT;
        if (z_in >= 0) begin
            x_next = x_in - y_shifted;
            y_next = y_in + x_shifted;
            z_next = z_in - atan_val;
        end else begin
            x_next = x_in + y_shifted;
            y_next = y_in - x_shifted;
            z_next = z_in + atan_val;
        end
    end
    always_ff @(posedge clock or posedge reset) begin
        if (reset) begin
            valid_out <= 1'b0;
            x_out     <= '0;
            y_out     <= '0;
            z_out     <= '0;
        end else begin
            valid_out <= valid_in;
            if (valid_in) begin
                x_out <= x_next;
                y_out <= y_next;
                z_out <= z_next;
            end
        end
    end
endmodule
$ cat design/flow/run.sh
#!/bin/bash
# OpenROAD 26Q1-2900-gdf79404cd8, Yosys 0.63+post, stock flow scripts
make -C /OpenROAD-flow-scripts/flow DESIGN_CONFIG=/design/flow/config.mk WORK_HOME=/design/flow/orfs finish
==> tab_implementation.tex <==
% Generated from flow reports
\begin{tabular}{lr}
\hline
Metric & Value \\
\hline
\multicolumn{2}{l}{\textbf{Run status}} \\
Status & finished, final reports clean \\
\multicolumn{2}{l}{\textbf{Worst hold path}} \\
Worst Hold Endpoint & loop\_stages[15].inst.x\_out[4]\$\_DFFE\_PP0P\_ \\
Worst hold path type & reg -> reg \\
Worst hold path startpoint & loop\_stages[15].inst.x\_out[4]\$\_DFFE\_PP0P\_ \\
Hold path cells & 1 \\
\multicolumn{2}{l}{\textbf{Layout}} \\
Share of final-layout standard cells stronger than drive strength 1 & 11.10\% \\
Storage element area & 25,790 um2 \\
Logic cell area & 54,810 um2 \\
Layout area overhead & 10.67\% \\
Number of filler instances in the final layout & 28,040 \\
Post-Layout Inst Area & 92,000 um2 \\
\multicolumn{2}{l}{\textbf{Run}} \\
Tool warnings & 41 \\
MaxCap Viol Count & 0 \\
\multicolumn{2}{l}{\textbf{Floorplan}} \\
Pre-Place Util & 30.27\% \\
Die X-Extent & 528.4 um \\
Count of standard-cell rows & 192 \\
Total die size & 279,200 um2 \\
Area of the core region & 274,600 um2 \\
Number of I/O pins & 69 \\
Die H & 528.4 um \\
\multicolumn{2}{l}{\textbf{Clocking}} \\
Clock buffer depth & 3 \\
Cell resize tally after clock tree synthesis & 0 \\
Inserted Clock Buffers & 117 \\
Cts-stage hold buffer count & 0 \\
Latest clock arrival within the worst-skew pair & 0.75 ns \\
Root buffer cell & clkbuf\_16 \\
Clock Sinks & 1,030 \\
Max H-tree Level & 3 \\
TritonCTS clock tree & built \\
Reg clk slew, reported paths & 0.06 ns \\
Number of setup buffers added after CTS & 0 \\
\multicolumn{2}{l}{\textbf{Final timing}} \\
F\_max & 224.1 MHz \\
Number of failing hold endpoints at the final stage & 0 \\
Clock Skew & 0.02635 ns \\
Final sum of negative setup slack & 0 ns \\
Max-slew violation count & 0 \\
Setup violation total in the final timing report & 0 \\
Max\_slew headroom & 37.81\% \\
Worst-Margin Slew & 0.9093 ns \\
Setup repair after global routing missed its margin & no \\
Final Cycle Share & 43.33\% \\
Minimum clock period after layout & 4.463 ns \\
\multicolumn{2}{l}{\textbf{Critical path}} \\
Number of cells traversed by the worst register-to-register path & 14 \\
Critical path data required time & 10.94 ns \\
Element type at the critical path start & flip-flop \\
Critical Path Fanout Max & 29 \\
Critical setup path kind & reg -> reg \\
FF-to-FF setup slack & 5.84 ns \\
Launch instance of the worst register-to-register path & loop\_stages[11].inst.z\_out[31]\$\_DFFE\_PP0P\_ \\
Critical path capture point type & flip-flop \\
Capture instance of the worst register-to-register path & loop\_stages[12].inst.z\_out[30]\$\_DFFE\_PP0P\_ \\
Arrival time worst endpoint & 5.10 ns \\
\multicolumn{2}{l}{\textbf{Place}} \\
Port Buf Inserts & 67 \\
Post-detailed-placement cell area & 87,970 um2 \\
Routability-driven placement congestion ratio & 0.8762 \\
Detailed placement HPWL & 141,300 um \\
\multicolumn{2}{l}{\textbf{Detailed routing}} \\
Count of routing violations after the opening detailed-route iteration & 3,040 \\
Metal3 WL & 4695 um \\
Overall via count from detail\_route & 63,550 \\
Vias per Instance & 4.969 \\
Count of unresolved DRC violations after routing & 0 \\
M1 WL & 89,520 um \\
Drt total wl & 184,600 um \\
DR pass1 iterations & 5 \\
WL/cell & 14.43 um \\
Detail Route Antenna Nets & 0 \\
Wire length on met2 & 86,670 um \\
Highest metal used & met4 \\
\multicolumn{2}{l}{\textbf{Synth}} \\
Share of synthesized registers carrying an async set or reset & 100.0\% \\
Count of flip-flops with a built-in enable after synthesis & 0 \\
Sequential share of the synthesized area & 31.01\% \\
Mapped Cells & 9,031 \\
Post-synth design cell area & 83,120 um2 \\
Yosys chip area & 83,120 um2 \\
Dominant synthesized flop cell & dfrtp\_1 \\
Most area-hungry cell type in the Yosys netlist & dfrtp\_1 \\
Number of cells in the yosys synthesis report & 9,031 \\
Mean area per synthesized cell & 9.204 um2 \\
Cell Type Count & 90 \\
Top cells by area, synth & dfrtp\_1, ha\_1, mux2\_2 \\
Yosys warnings & 89 \\
Dominant cell area share & 31.01\% \\
\#FFs+latches synth & 1,030 \\
\multicolumn{2}{l}{\textbf{Global routing}} \\
Via count of the first global-routing pass & 61,090 \\
Antenna violations before repair & 1 \\
Global-route total usage across every layer & 13.61\% \\
Largest net degree at the start of global routing & 115 \\
Residual overflow from global routing & 0 \\
First-pass GRT wire length & 314,400 um \\
\hline
\end{tabular}
layout by cell type, fill, tap and decap left out, drive strengths merged, types with 162 or more instances in the layout:
master  netlist  layout
o21ai       507     507
xnor2       632     632
nor3        208     208
mux2        642     642
clkbuf      256     162
dfrtp      1030    1030
inv         370     375
a21o        343     343
nand3       208     208
ha          913     913
nand2       617     617
xor2        261     261
nor2        602     602
a21oi       715     715
per-layer routing:
layer  up-vias  global-route usage (%)
li1      33050                       -
met1     29640                   19.50
met2       650                   22.68
met3       208                   1.331
met4         0                   2.471
met5         -                       0
synth_stat cells (all sizes together), types with 32 or more instances:
library cell and instances:
dfrtp 1030, ha 913, a21oi 715, mux2 642, xnor2 632, nand2 617, nor2 602, o21ai 507
inv 370, a21o 343, xor2 261, clkbuf 256, nand3 208, nor3 208, or3 143, a211oi 139
o31ai 115, o21bai 98, nor2b 96, and3 95, a31oi 93, nand2b 88, o21a 87, o211ai 48
o41ai 47, and2 44, nand4 44, fa 43, buf 42, a21boi 34, a2111oi 32
area by class of cell:
class | instances | share of cell area [%]
clock inverter | 57 | 0.6746
antenna | 2 | 0.005440
sequential | 1030 | 28.03
inverter | 375 | 1.534
timing repair buffer | 149 | 1.466
clock buffer | 162 | 3.694
multi-input combinational | 7328 | 59.58
tap | 3686 | 5.013
worst max-delay path by stage:
stage	start	endpoint	slack, ns	cells past startpoint
CTS	loop_stages[11].inst.z_out[31]$_DFFE_PP0P_	loop_stages[12].inst.z_out[30]$_DFFE_PP0P_	5.78	14
global route	loop_stages[11].inst.z_out[31]$_DFFE_PP0P_	loop_stages[12].inst.z_out[30]$_DFFE_PP0P_	5.32	14
finish	loop_stages[11].inst.z_out[31]$_DFFE_PP0P_	loop_stages[12].inst.z_out[30]$_DFFE_PP0P_	5.84	14
critical path, stage by stage, from the launching register on:
cell and delay, ns:
dfrtp_1 0.85, inv_1 0.22, buf_4 0.30, ha_1 0.40, a211o_1 0.14, o211ai_1 0.16
a211oi_1 0.32, nor2_1 0.07, o311ai_0 0.55, a31oi_1 0.25, o311ai_0 0.40, buf_4 0.20
a31oi_1 0.09, xnor2_1 0.13, mux2_2 0.25
cell families (layout without fill, tap and decap cells):
group                      count (synthesis)  after routing  synth area share, %
other                                      1              3             0.004511
xor gates and xnor gates                 896            896                9.490
buffers and inverters                    673            743                3.056
DFF                                     1030           1030                31.01
AOI/OAI and AO/OA                       2514           2514                19.44
and+or+nand+nor                         2286           2286                13.13
muxes                                    672            672                9.058
adders and majority gates                959            959                14.81
registers in the layout, summed over array words and instances (netlist names):
register                    count
x_pipe                          3
loop_stages.inst.x_out        243
z_pipe                         96
loop_stages.inst.z_out        418
valid_pipe                      3
loop_stages.inst.y_out        251
loop_stages.inst.valid_out     16
metrics by stage:
| step | util [%] | setup WS [ns] | hold WS [ns] | cells |
|---|---|---|---|---|
| 2_1_floorplan | - | -5.958 | 0.3519 | 9031 |
| 3_3_place_gp | 32.04 | 5.383 | 0.4702 | 12570 |
| 3_5_place_dp | 32.04 | 5.387 | 0.4747 | 12570 |
| 4_1_cts | 33.50 | 5.784 | 0.4947 | 12790 |
| 5_1_grt | 33.50 | 5.318 | 0.5154 | 12790 |
| 6_report | 33.50 | 5.837 | 0.4900 | 12790 |
