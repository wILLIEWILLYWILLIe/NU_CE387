[./run.sh]
#!/bin/bash
# OpenROAD 26Q1-2900-gdf79404cd8, Yosys 0.63+post, stock flow scripts
make -C /OpenROAD-flow-scripts/flow DESIGN_CONFIG=/design/flow/config.mk WORK_HOME=/design/flow/orfs finish
[./config.mk]
export PLATFORM = sky130hd
export DESIGN_NAME = fibonacci
export DESIGN_NICKNAME = fibonacci
export VERILOG_FILES = /design/flow/design.v
export SDC_FILE = /design/flow/constraint.sdc
export NUM_CORES = 4
export LEC_CHECK = 1
export CORE_UTILIZATION = 40
[./constraint.sdc]
current_design fibonacci

set clk_period 5.4
set clk_io_pct 0.2

create_clock -name clk0 -period $clk_period [get_ports {clk}]

set non_clock_inputs [all_inputs -no_clocks]
set_input_delay [expr $clk_period * $clk_io_pct] -clock clk0 $non_clock_inputs
set_output_delay [expr $clk_period * $clk_io_pct] -clock clk0 [all_outputs]
[./design.v]
package nn_pkg;
    parameter BITS       = 14;
    parameter QUANT_VAL  = (1 << BITS);    
    parameter DATA_WIDTH = 32;
    parameter NUM_LAYERS   = 2;
    parameter NUM_INPUTS   = 784;    
    parameter NUM_OUTPUTS  = 10;     
    parameter LAYER0_IN  = 784;
    parameter LAYER0_OUT = 10;
    parameter LAYER1_IN  = 10;
    parameter LAYER1_OUT = 10;
    parameter MAX_INPUT_SIZE  = 784;
    parameter MAX_OUTPUT_SIZE = 10;
    parameter MAX_WEIGHTS     = 7840;   
    parameter FIFO_DEPTH = 16;
    parameter DEBUG = 1;
    function automatic signed [DATA_WIDTH-1:0] dequantize;
        input signed [2*DATA_WIDTH-1:0] product;
        logic signed [2*DATA_WIDTH-1:0] adjusted;
        begin
            if (product < 0)
                adjusted = product + QUANT_VAL - 1;
            else
                adjusted = product;
            dequantize = adjusted >>> BITS;
        end
    endfunction
endpackage
package nn_pkg;
    parameter BITS       = 14;
    parameter QUANT_VAL  = (1 << BITS);    
    parameter DATA_WIDTH = 32;
    parameter NUM_LAYERS   = 2;
    parameter NUM_INPUTS   = 784;    
    parameter NUM_OUTPUTS  = 10;     
    parameter LAYER0_IN  = 784;
    parameter LAYER0_OUT = 10;
    parameter LAYER1_IN  = 10;
    parameter LAYER1_OUT = 10;
    parameter MAX_INPUT_SIZE  = 784;
    parameter MAX_OUTPUT_SIZE = 10;
    parameter MAX_WEIGHTS     = 7840;   
    parameter FIFO_DEPTH = 16;
    parameter DEBUG = 1;
    function automatic signed [DATA_WIDTH-1:0] dequantize;
        input signed [2*DATA_WIDTH-1:0] product;
        logic signed [2*DATA_WIDTH-1:0] adjusted;
        begin
            if (product < 0)
                adjusted = product + QUANT_VAL - 1;
            else
                adjusted = product;
            dequantize = adjusted >>> BITS;
        end
    endfunction
endpackage
module fibonacci(
  input logic clk, 
  input logic reset,
  input logic [15:0] din,
  input logic start,
  output logic [15:0] dout,
  output logic done );
    typedef enum logic [1:0] {IDLE, COMPUTE, DONE} state_t;
    state_t state, next_state;
    logic [15:0] count;
    logic [15:0] f1, f2;
    always_ff @(posedge clk, posedge reset)
    begin
        if ( reset == 1'b1 ) begin
            state <= IDLE;
            dout <= '0;
            done <= 1'b0;
            count <= '0;
            f1 <= '0;
            f2 <= '0;
        end else begin
            state <= next_state;
            case (state)
                IDLE: begin
                    done <= 1'b0;
                    if (start) begin
                        count <= din;
                        f1 <= 0;
                        f2 <= 1;
                        if (din == 0) dout <= 0;
                        else if (din == 1) dout <= 1;
                    end
                end
                COMPUTE: begin
                    count <= count - 1;
                    f1 <= f2;
                    f2 <= f1 + f2;
                end
                DONE: begin
                    done <= 1'b1;
                    if (din >= 2) dout <= f2;
                end
            endcase
        end
    end
    always_comb 
    begin
        next_state = state;
        case (state)
            IDLE: begin
                if (start) begin
                    if (din < 2) 
                        next_state = DONE;
                    else 
                        next_state = COMPUTE;
                end
            end
            COMPUTE: begin
                if (count == 2) 
                    next_state = DONE;
            end
            DONE: begin
                if (!start) 
                    next_state = IDLE;
            end
        endcase
    end
endmodule
==> impl_metrics.json <==
{
  "clock_skew_ps": 10.06,
  "ys_ff": 68,
  "synth-cells-yosys": 396,
  "drc": 0,
  "postCtsSetupRepairBufs": 0,
  "timing.final.max_slew_violations": 0,
  "finalWeightedCongestion": 0.8641,
  "numClockSinks": 68,
  "core.rowCount": 34,
  "initial_utilization_pct": 42.16,
  "cts.repair.resized": 0,
  "worst_hold_path_type": "reg -> reg",
  "layout.area.comb_um2": 1874,
  "clk_path_buf_depth": 2,
  "status": "finished, final reports clean",
  "cycle_use_final_pct": 64.67,
  "post_synth_instance_area_um2": 3749,
  "drt-wirelength-per-cell_um": 15.70,
  "synth.yosys.chip_area_um2": 3749,
  "fin_tns_setup_ps": 0,
  "hold-worst-slack_ps": 491.1,
  "top_layout_cell": "sky130_fd_sc_hd__dfrtp_1",
  "io_pins": 36,
  "vias_in_the_first_global_route": 2899,
  "global_route_wire_length_before_repair_um": 14430,
  "detailroute.via_count": 3039,
  "totalWireLength_um": 8524,
  "final_layout_top_logic_cells": "sky130_fd_sc_hd__dfrtp_1, sky130_fd_sc_hd__clkdlybuf4s50_1, sky130_fd_sc_hd__a21oi_1",
  "netlist.area_leader.share_pct": 44.73,
  "grt_antenna_before_repair": 0,
  "enable_flop_cells": 0,
  "yosys_warnings": 1,
  "avgSynthCellArea_um2": 9.466,
  "grt_remaining_overflow": 0,
  "power_per_cell_area_nw_per_um2": 518.1,
  "dieArea_um2": 9762,
  "ff_latch_area_um2": 1703,
  "detail_route.antenna_diodes": 0,
  "ys_async_sr_fraction_pct": 100.0,
  "irDropWorstVdd_uv": 268.0,
  "largest_area_cell": "sky130_fd_sc_hd__dfrtp_1",
  "worst-setup-path-type": "in -> reg",
  "setup.worst_path.end_class": "register",
  "crit_fanout": 17,
  "clock_insertion_delay_worst_skew_ps": 340,
  "post-dp-hpwl_um": 5727,
  "vias_per_cell": 5.597,
  "flow.area_growth_from_synthesis_pct": 16.79,
  "final.fill_count": 815,
  "min_period_ps": 3492,
  "worst_ep_required_time_ps": 5620,
  "top_cells_by_area": "sky130_fd_sc_hd__dfrtp_1, sky130_fd_sc_hd__ha_1, sky130_fd_sc_hd__a21oi_1",
  "ys_seq_share_pct": 45.43,
  "cap_violations": 0,
  "ctsHoldBuffers": 0,
  "synthesis.instances": 396,
  "chipWidth_um": 98.81,
  "grt_start_max_net_pins": 36,
  "total_leakage_power_nw": 1.836,
  "grtUsageTotal_pct": 18.96,
  "worst-slew-pin-transition_ps": 820.6,
  "cts.root.buffer_cell": "sky130_fd_sc_hd__clkbuf_8",
  "htree_levels": 3,
  "core_area_um2": 8891,
  "cts-buffers-inserted": 9,
  "clkSlewWorstSetupHoldPaths_ps": 70,
  "critical_path_arrival_ps": 3720,
  "cts_tree": "done",
  "timing.max_slew.rel_slack_pct": 45.29,
  "numPortBuffers": 35,
  "ant_nets": 0,
  "drtIter0Drc": 127,
  "dieHeight_um": 98.81,
  "rsz0062_at_grt": "false",
  "timing.final.hold_violations": 0,
  "maxClockFrequency_mhz": 286.4,
  "setup-violations-final": 0,
  "setup.worst_path.start_class": "input port",
  "drt_pass1_iterations": 4,
  "yosysUniqueCellTypes": 56,
  "layout-drive-gt1-share_pct": 7.816,
  "synth-main-ff-cell": "sky130_fd_sc_hd__dfrtp_1",
  "warnings": 26
}
cells in the mapped netlist (4+ instances only):
master                     instances
sky130_fd_sc_hd__o21a_1            6
sky130_fd_sc_hd__nand3_1          20
sky130_fd_sc_hd__nor3_1            5
sky130_fd_sc_hd__clkbuf_1         13
sky130_fd_sc_hd__a22o_1           17
sky130_fd_sc_hd__nand2_1          23
sky130_fd_sc_hd__ha_1             17
sky130_fd_sc_hd__o21ai_0          20
sky130_fd_sc_hd__a21o_1            6
sky130_fd_sc_hd__o22ai_1           6
sky130_fd_sc_hd__buf_2             4
sky130_fd_sc_hd__nor2_1           24
sky130_fd_sc_hd__dfrtp_1          67
sky130_fd_sc_hd__a21oi_1          31
sky130_fd_sc_hd__a31oi_1           5
sky130_fd_sc_hd__xor2_1            5
sky130_fd_sc_hd__mux2i_1           4
sky130_fd_sc_hd__o21ai_1          26
sky130_fd_sc_hd__a211oi_1          4
sky130_fd_sc_hd__inv_1            28
sky130_fd_sc_hd__nand4_1           5
sky130_fd_sc_hd__nand2b_1          5
sky130_fd_sc_hd__o22a_1            4
where the power goes:
group	internal (mW)	switching (mW)	leakage (nW)
clock network	0.166	0.194	0.0803
registers	0.685	0.156	0.834
logic	0.502	0.564	0.922
total	1.35	0.914	1.84
critical path, cell delays in order:
cell and delay, ps:
sky130_fd_sc_hd__clkdlybuf4s50_1 440, sky130_fd_sc_hd__nor4_1 470, sky130_fd_sc_hd__nand4_1 300, sky130_fd_sc_hd__o21a_1 280, sky130_fd_sc_hd__nor3_4 460, sky130_fd_sc_hd__buf_4 340, sky130_fd_sc_hd__mux2_1 340
layer usage:
layer / global-route usage, % / share of wire [%] / vias up
met5: 0 / 0 / -
met4: 4.133 / 2.3 / 0
met3: 2.309 / 3.4 / 17
met2: 28.35 / 44 / 61
met1: 30.79 / 50 / 1437
li1: - / - / 1524
path summary, 6_finish.rpt:
check | from | to | slack, ps | cells after the start
min in group asynchronous | reset | count[7]$_DFFE_PP0P_ | 1170 | 2
max reg2reg | f2[0]$_DFFE_PP0P_ | f2[14]$_DFFE_PP0P_ | 2940 | 9
min | done$_DFFE_PP0N_ | done$_DFFE_PP0N_ | 490 | 1
max | din[6] | dout[0]$_DFFE_PP0P_ | 1910 | 7
min reg2reg | done$_DFFE_PP0N_ | done$_DFFE_PP0N_ | 490 | 1
max in group asynchronous | reset | state[0]$_DFF_PP1_ | 3270 | 3
cell families (layout without fill, tap and decap cells):
logic type | count (synthesis) | count (layout) | synth area share [%]
AND-OR/OR-AND | 148 | 148 | 26.17
flip-flops | 68 | 68 | 45.43
AND/OR/NAND/NOR | 102 | 102 | 14.12
adder cells (fa/ha/maj) | 18 | 18 | 6.208
multiplexers | 5 | 5 | 1.369
buffers and inverters | 47 | 86 | 4.840
XOR/XNOR | 8 | 8 | 1.869
sequential cells by signal, indices dropped and copies added, names as in the netlist:
register and cells:
state 3, f1 16, count 16, f2 16, done 1, dout 16
per-stage QoR:
step / instances / util [%] / setup WS (ps) / cell area (um^2) / total power [mW]
after floorplan: 396 / - / 2610 / 3749 / 1.680
after global placement: 527 / 47.42 / 1613 / 4217 / 1.895
after detailed placement: 527 / 47.42 / 1526 / 4217 / 1.899
after CTS: 543 / 49.24 / 1894 / 4378 / 2.279
after global routing: 543 / 49.24 / 1729 / 4378 / 2.472
final: 543 / 49.24 / 1908 / 4378 / 2.268
cell type report:
class	count	share of cell area, %
Timing Repair Buffer	41	9.031
Sequential cell	68	38.90
Clock inverter	4	0.6002
Tap cell	108	3.087
Clock buffer	12	3.087
Inverter	29	2.486
Multi-Input combinational cell	281	42.81
Power and IR drop assume default switching activity.
