### design.v
package nn_pkg;
    parameter BITS       = 14;
    parameter QUANT_VAL  = (1 << BITS);    
    parameter DATA_WIDTH = 32;
    parameter NUM_LAYERS   = 2;
    parameter NUM_INPUTS   = 784;    
    parameter NUM_OUTPUTS  = 10;     
    parameter LAYER0_IN  = 784;
    parameter LAYER0_OUT = 10;
    parameter LAYER1_IN  = 10;
    parameter LAYER1_OUT = 10;
    parameter MAX_INPUT_SIZE  = 784;
    parameter MAX_OUTPUT_SIZE = 10;
    parameter MAX_WEIGHTS     = 7840;   
    parameter FIFO_DEPTH = 16;
    parameter DEBUG = 1;
    function automatic signed [DATA_WIDTH-1:0] dequantize;
        input signed [2*DATA_WIDTH-1:0] product;
        logic signed [2*DATA_WIDTH-1:0] adjusted;
        begin
            if (product < 0)
                adjusted = product + QUANT_VAL - 1;
            else
                adjusted = product;
            dequantize = adjusted >>> BITS;
        end
    endfunction
endpackage
package nn_pkg;
    parameter BITS       = 14;
    parameter QUANT_VAL  = (1 << BITS);    
    parameter DATA_WIDTH = 32;
    parameter NUM_LAYERS   = 2;
    parameter NUM_INPUTS   = 784;    
    parameter NUM_OUTPUTS  = 10;     
    parameter LAYER0_IN  = 784;
    parameter LAYER0_OUT = 10;
    parameter LAYER1_IN  = 10;
    parameter LAYER1_OUT = 10;
    parameter MAX_INPUT_SIZE  = 784;
    parameter MAX_OUTPUT_SIZE = 10;
    parameter MAX_WEIGHTS     = 7840;   
    parameter FIFO_DEPTH = 16;
    parameter DEBUG = 1;
    function automatic signed [DATA_WIDTH-1:0] dequantize;
        input signed [2*DATA_WIDTH-1:0] product;
        logic signed [2*DATA_WIDTH-1:0] adjusted;
        begin
            if (product < 0)
                adjusted = product + QUANT_VAL - 1;
            else
                adjusted = product;
            dequantize = adjusted >>> BITS;
        end
    endfunction
endpackage
module background_sub (
    input  logic        clock,
    input  logic        reset,
    output logic        a_rd_en,
    input  logic        a_empty,
    input  logic [7:0]  a_dout,
    output logic        b_rd_en,
    input  logic        b_empty,
    input  logic [7:0]  b_dout,
    output logic        out_wr_en,
    input  logic        out_full,
    output logic [7:0]  out_din
);
typedef enum logic [0:0] {s0, s1} state_types;
state_types state, state_c;
logic [7:0] mask, mask_c;
always_ff @(posedge clock or posedge reset) begin
    if (reset == 1'b1) begin
        state <= s0;
        mask <= 8'h0;
    end else begin
        state <= state_c;
        mask <= mask_c;
    end
end
always_comb begin
    a_rd_en   = 1'b0;
    b_rd_en   = 1'b0;
    out_wr_en = 1'b0;
    out_din   = 8'b0;
    state_c   = state;
    mask_c    = mask;
    case (state)
        s0: begin
            if (a_empty == 1'b0 && b_empty == 1'b0) begin
                logic [7:0] diff;
                if (a_dout > b_dout)
                    diff = a_dout - b_dout;
                else
                    diff = b_dout - a_dout;
                if (diff > 8'd50)
                    mask_c = 8'hFF;
                else
                    mask_c = 8'h00;
                a_rd_en = 1'b1;
                b_rd_en = 1'b1;
                state_c = s1;
            end
        end
        s1: begin
            if (out_full == 1'b0) begin
                out_din = mask;
                out_wr_en = 1'b1;
                state_c = s0;
            end
        end
        default: begin
            state_c = s0;
        end
    endcase
end
endmodule
### run.sh
#!/bin/bash
# OpenROAD 26Q1-2900-gdf79404cd8, Yosys 0.63+post, stock flow scripts
make -C /OpenROAD-flow-scripts/flow DESIGN_CONFIG=/design/flow/config.mk WORK_HOME=/design/flow/orfs finish
### config.mk
export PLATFORM = sky130hd
export DESIGN_NAME = background_sub
export DESIGN_NICKNAME = background_sub
export VERILOG_FILES = /design/flow/design.v
export SDC_FILE = /design/flow/constraint.sdc
export NUM_CORES = 4
export LEC_CHECK = 1
export CORE_AREA = 10 10 70 70
export DIE_AREA = 0 0 80 80
### constraint.sdc
current_design background_sub

set clk_period 1.7
set clk_io_pct 0.2

create_clock -name clk0 -period $clk_period [get_ports {clock}]

set non_clock_inputs [all_inputs -no_clocks]
set_input_delay [expr $clk_period * $clk_io_pct] -clock clk0 $non_clock_inputs
set_output_delay [expr $clk_period * $clk_io_pct] -clock clk0 [all_outputs]
==> impl_metrics.xml <==
<?xml version="1.0" encoding="UTF-8"?>
<metrics>
  <group name="global_routing">
    <metric name="number_of_antenna_violations_at_the_first_check_in_global_routing" unit="">0</metric>
    <metric name="grt_remaining_overflow" unit="">0</metric>
    <metric name="grt_util_all_layers" unit="">0.0886</metric>
    <metric name="grt_pass1_wl" unit="mm">4.86</metric>
    <metric name="first_global_vias" unit="">1104</metric>
    <metric name="grt_max_degree" unit="">8</metric>
  </group>
  <group name="power_and_ir_drop">
    <metric name="fin_total_pwr" unit="mW">0.748</metric>
    <metric name="pwr_dens" unit="nW/um2">447</metric>
    <metric name="vdd_drop_max" unit="mV">0.185</metric>
    <metric name="power.static_leakage" unit="nW">0.833</metric>
  </group>
  <group name="synth">
    <metric name="synth.cell_area" unit="um2">863</metric>
    <metric name="synth_top_cell_by_area" unit="">sky130_fd_sc_hd__ha_1</metric>
    <metric name="synthesis.area_per_instance" unit="um2">7.78</metric>
    <metric name="number_of_enable_type_register_cells_in_the_synthesized_netlist" unit="">0</metric>
    <metric name="yosys.cell_types.count" unit="">31</metric>
    <metric name="synthArstFlopShare" unit="">1.00</metric>
    <metric name="netlist_top_cells_count" unit="">sky130_fd_sc_hd__inv_1, sky130_fd_sc_hd__ha_1, sky130_fd_sc_hd__a21oi_1</metric>
    <metric name="synthDominantCellAreaShare" unit="">0.217</metric>
    <metric name="netlist.top_cell.by_instances" unit="">sky130_fd_sc_hd__inv_1</metric>
    <metric name="ys_cells" unit="">111</metric>
    <metric name="ys_area" unit="um2">863</metric>
    <metric name="ys.flops" unit="">2</metric>
    <metric name="top_cells_by_area" unit="">sky130_fd_sc_hd__ha_1, sky130_fd_sc_hd__inv_1, sky130_fd_sc_hd__buf_4</metric>
    <metric name="postSynth.topFlopCell" unit="">sky130_fd_sc_hd__dfrtp_1</metric>
    <metric name="sequential_to_total_area_share_from_yosys_stat" unit="">0.0580</metric>
    <metric name="yosys_warnings" unit="">1</metric>
    <metric name="synthCells" unit="">111</metric>
  </group>
  <group name="clock_tree">
    <metric name="cts.clk_slew.worst_paths" unit="ns">0.03</metric>
    <metric name="cts.path.max_buffers" unit="">2</metric>
    <metric name="number_of_h_tree_levels" unit="">1</metric>
    <metric name="clk_root_buffer_cell" unit="">sky130_fd_sc_hd__clkbuf_4</metric>
    <metric name="clk_latency" unit="ns">0.23</metric>
    <metric name="tritoncts_num_sinks" unit="">2</metric>
    <metric name="clock_tree_from_tritoncts" unit="">built</metric>
    <metric name="cts_inserted_buffers" unit="">3</metric>
  </group>
  <group name="placed_design">
    <metric name="placement.io_buffers" unit="">31</metric>
    <metric name="gp_congestion" unit="">0.851</metric>
    <metric name="hpwl" unit="mm">2.01</metric>
    <metric name="placedInstanceArea" unit="um2">1370</metric>
  </group>
  <group name="hold_path">
    <metric name="hold_path.class" unit="">in -&gt; async</metric>
  </group>
  <group name="route">
    <metric name="vias_per_cell" unit="">4.59</metric>
    <metric name="drt_iter0_markers" unit="">27</metric>
    <metric name="routedWlPerCell" unit="um">12.2</metric>
    <metric name="antenna_cells_inserted" unit="">0</metric>
    <metric name="vias" unit="">1015</metric>
    <metric name="wl" unit="mm">2.69</metric>
    <metric name="antenna_violating_nets_post_route" unit="">0</metric>
    <metric name="drt_pre_antenna_iters" unit="">4</metric>
    <metric name="remaining_drc_errors" unit="">0</metric>
  </group>
  <group name="setup_path">
    <metric name="worst_r2r_startpoint" unit="">state$_DFF_PP0_</metric>
    <metric name="worst-endpoint-required" unit="ns">1.84</metric>
    <metric name="regToRegSetupSlack" unit="ns">0.29</metric>
    <metric name="worst_ep_arrival_time" unit="ns">2.10</metric>
    <metric name="crit_start" unit="">a_dout[1]</metric>
    <metric name="reg2reg_depth" unit="">8</metric>
    <metric name="crit_type" unit="">in -&gt; reg</metric>
    <metric name="endpoint_kind" unit="">register</metric>
    <metric name="worst_setup_path_start_kind" unit="">primary input</metric>
    <metric name="last_element_of_the_critical_path" unit="">mask[6]$_DFFE_PP0P_</metric>
    <metric name="timing.rr.end" unit="">mask[6]$_DFFE_PP0P_</metric>
    <metric name="critical_path.max_fanout" unit="">3</metric>
  </group>
  <group name="sta">
    <metric name="maxSlewViolCount" unit="">0</metric>
    <metric name="fin_hold_ws" unit="ns">0.295</metric>
    <metric name="fin_crit" unit="ns">1.96</metric>
    <metric name="max_slew.worst_pin.slew" unit="ns">0.411</metric>
    <metric name="finalHoldViolCount" unit="">0</metric>
    <metric name="final.setup_skew" unit="ns">0.000429</metric>
    <metric name="report.final.setup_viol" unit="">1</metric>
    <metric name="finalClockPeriodUsage" unit="">1.15</metric>
    <metric name="achievable-frequency" unit="MHz">510</metric>
    <metric name="setup_repair_after_global_routing_missed_its_margin" unit="">true</metric>
    <metric name="slew-limit-headroom" unit="">0.724</metric>
    <metric name="finalSetupTns" unit="ns">-0.259</metric>
    <metric name="post-route-worst-setup-slack" unit="ns">-0.259</metric>
  </group>
  <group name="floorplanning">
    <metric name="boundaryPins" unit="">32</metric>
    <metric name="core_area" unit="um2">3420</metric>
    <metric name="die_width" unit="um">80</metric>
    <metric name="floorplan.core_util" unit="">0.253</metric>
    <metric name="design.die.area" unit="um2">6400</metric>
    <metric name="die_h" unit="um">80</metric>
    <metric name="placementRows" unit="">21</metric>
  </group>
  <group name="run_status">
    <metric name="run_status" unit="">finished, violations left</metric>
    <metric name="violations" unit="">negative setup slack</metric>
  </group>
  <group name="flow_run">
    <metric name="warning_count" unit="">35</metric>
    <metric name="drv.max_cap_violation_count" unit="">0</metric>
  </group>
  <group name="finish">
    <metric name="stdcell_area" unit="um2">1670</metric>
    <metric name="final_layout_size_suffix_gt1_frac" unit="">0.537</metric>
    <metric name="flow.area_growth_from_synthesis" unit="%">93.9</metric>
    <metric name="postLayoutCoreUtil" unit="">0.490</metric>
  </group>
</metrics>
critical path, stage by stage:
cell and delay (ns):
sky130_fd_sc_hd__clkdlybuf4s15_1 0.21, sky130_fd_sc_hd__inv_2 0.07, sky130_fd_sc_hd__fa_2 0.56, sky130_fd_sc_hd__nor2b_4 0.17, sky130_fd_sc_hd__nor3_2 0.04, sky130_fd_sc_hd__a211o_2 0.31, sky130_fd_sc_hd__a21oi_2 0.15, sky130_fd_sc_hd__a41oi_2 0.11
sky130_fd_sc_hd__a31oi_1 0.15
cell usage in the layout, fill, tap and decap left out, types with 2 or more instances in the layout:
master and instances:
sky130_fd_sc_hd__fa_2 2, sky130_fd_sc_hd__dfrtp_1 2, sky130_fd_sc_hd__clkbuf_4 3, sky130_fd_sc_hd__a221oi_2 2
sky130_fd_sc_hd__clkdlybuf4s50_1 4, sky130_fd_sc_hd__clkdlybuf4s15_1 3, sky130_fd_sc_hd__a21oi_1 3, sky130_fd_sc_hd__xnor2_1 5
sky130_fd_sc_hd__buf_4 42, sky130_fd_sc_hd__nor2b_4 2, sky130_fd_sc_hd__a21oi_2 8, sky130_fd_sc_hd__mux2i_1 3
sky130_fd_sc_hd__ha_1 6, sky130_fd_sc_hd__nand4_1 3, sky130_fd_sc_hd__nand2_1 4, sky130_fd_sc_hd__dlygate4sd2_1 20
sky130_fd_sc_hd__xor2_1 3, sky130_fd_sc_hd__a31oi_1 3, sky130_fd_sc_hd__a21o_1 6, sky130_fd_sc_hd__nor3_2 2
sky130_fd_sc_hd__inv_1 8, sky130_fd_sc_hd__o21ai_1 2, sky130_fd_sc_hd__inv_2 10, sky130_fd_sc_hd__ha_4 9
how the worst min path moves through the flow:
stage / from / to / slack (ns) / cells past startpoint
final: reset / state$_DFF_PP0_ / 0.30 / 2
after CTS: reset / state$_DFF_PP0_ / 0.27 / 2
after global routing: reset / state$_DFF_PP0_ / 0.31 / 2
cells by family (layout without fill, tap and decap cells):
group | Yosys count | in the layout | synth area share
compound gates | 30 | 30 | 0.232
xor+xnor | 8 | 8 | 0.0812
fa+ha+maj | 17 | 17 | 0.264
buf+inv | 31 | 95 | 0.204
flops | 2 | 2 | 0.0580
mux | 3 | 3 | 0.0348
simple gates | 20 | 20 | 0.126
per-layer routing:
metal | wire [um] | global-route usage | vias up
met5 | 0 | 0 | -
met4 | 4 | 0.00880 | 0
met3 | 226 | 0.0273 | 2
met2 | 1190 | 0.146 | 32
met1 | 1270 | 0.114 | 474
li1 | - | - | 507
report_power, final:
group          internal [mW]  switching, mW
Clock                 0.0781         0.0302
Combinational          0.330          0.246
Sequential            0.0579        0.00570
flip-flops by register name, indices dropped and copies added (netlist names):
signal	flops
state	1
mask	1
stage by stage:
step                      std cells  worst slack, ns
after detailed placement        202            -1.13
final                           221           -0.259
after CTS                       218           -0.240
after floorplan                 111           -0.288
after global placement          202            -1.13
after global routing            221           -0.351
final cells by class:
class | instances | area, um2
repair buffers | 73 | 602
well taps | 46 | 57.6
clock buffers | 3 | 22.5
inverters | 19 | 83.8
multi-input cells | 78 | 858
flip-flops and latches | 2 | 50.0
fillers | 321 | 1740
repair_timing:
action,4_1_cts,5_1_grt
gates resized,85,7
pin swaps,21,6
endpoints found under the setup margin,12,3
hold buffers,0,0
setup buffers,13,3
endpoints found under the hold margin,0,0
